<file path="./config.mk">
export PLATFORM = sky130hd
export DESIGN_NAME = control_unit
export DESIGN_NICKNAME = control_unit
export VERILOG_FILES = /design/flow/design.v
export SDC_FILE = /design/flow/constraint.sdc
export NUM_CORES = 4
export LEC_CHECK = 1
export CORE_AREA = 10 10 70 70
export DIE_AREA = 0 0 80 80
</file>
<file path="./constraint.sdc">
current_design control_unit

set clk_period 1.3
set clk_io_pct 0.2

create_clock -name clk0 -period $clk_period

set non_clock_inputs [all_inputs -no_clocks]
set_input_delay [expr $clk_period * $clk_io_pct] -clock clk0 $non_clock_inputs
set_output_delay [expr $clk_period * $clk_io_pct] -clock clk0 [all_outputs]
</file>
<file path="./design.v">
module control_unit(
    input clk,
    input reset,
    input [17:14] opcode,  
    input ZF,  
    input CF,  
    output reg branch,  
    output reg pc_write,  
    output reg mem_read,  
    output reg mem_to_reg,  
    output reg mem_write,  
    output reg alu_src,  
    output reg reg_write,  
    output reg [2:0] alu_op,  
    output reg is_cmp_op  
);
    parameter ADD  = 4'b0001;
    parameter AND  = 4'b0011;
    parameter NAND = 4'b0101;
    parameter NOR  = 4'b0110;
    parameter ADDI = 4'b0010;
    parameter ANDI = 4'b0100;
    parameter LD   = 4'b1000;
    parameter ST   = 4'b1001;
    parameter CMP  = 4'b1010;
    parameter JUMP = 4'b0111;
    parameter JE   = 4'b1011;
    parameter JA   = 4'b1100;
    parameter JB   = 4'b1101;
    parameter JAE  = 4'b1110;
    parameter JBE  = 4'b1111;
    parameter ALU_ADD  = 3'b000;
    parameter ALU_AND  = 3'b001;
    parameter ALU_NAND = 3'b010;
    parameter ALU_NOR  = 3'b011;
    parameter ALU_SUB  = 3'b100;  
    parameter ALU_ADDI = 3'b101;
    parameter ALU_ANDI = 3'b110;
    always @(*) begin
        pc_write = 0;
        mem_read = 0;
        mem_to_reg = 0;
        mem_write = 0;
        alu_src = 0;
        reg_write = 0;
        alu_op = ALU_ADD;
        branch = 0;  
        case (opcode)
            ADD: begin
                alu_op = ALU_ADD;
                reg_write = 1;
            end
            AND: begin
                alu_op = ALU_AND;
                reg_write = 1;
            end
            NAND: begin
                alu_op = ALU_NAND;
                reg_write = 1;
            end
            NOR: begin
                alu_op = ALU_NOR;
                reg_write = 1;
            end
            ADDI: begin
                alu_op = ALU_ADDI;
                alu_src = 1;
                reg_write = 1;
            end
            ANDI: begin
                alu_op = ALU_ANDI;
                alu_src = 1;
                reg_write = 1;
            end
            LD: begin
                mem_read = 1;
                mem_to_reg = 1;
                reg_write = 1;
            end
            ST: begin
                mem_write = 1;
            end
            CMP: begin
                alu_op = ALU_SUB;  
            end
            JUMP: begin
                pc_write = 1;
            end
            JE: begin
                if (ZF) begin
                    pc_write = 1;  
                    branch = 1;  
                end
            end
            JA: begin
                if (!ZF && !CF) begin
                    pc_write = 1;
                    branch = 1;
                end
            end
	    JB: begin
                if (!ZF && CF) begin
                    pc_write = 1;
                    branch = 1;
                end
            end
	    JAE: begin
                if (!CF) begin
                    pc_write = 1;
                    branch = 1;
                end
            end
	    JBE: begin
                if (ZF || CF) begin
                    pc_write = 1;
                    branch = 1;
                end
            end
            default: begin
            end
        endcase
    end
endmodule
</file>
<file path="./run.sh">
#!/bin/bash
# OpenROAD 26Q1-2900-gdf79404cd8, Yosys 0.63+post, stock flow scripts
make -C /OpenROAD-flow-scripts/flow DESIGN_CONFIG=/design/flow/config.mk WORK_HOME=/design/flow/orfs finish
</file>
==> job_summary.md <==
### Flow metrics

| Metric | Value |
|---|---|
| Status | `finished with violations` |
| Failing checks | `setup timing` |
| Final core occ | `0.168` |
| Area grow syn2layout | `129%` |
| CP Data Arrival Time | `1.16 ns` |
| WL/cell | `~10 um` |
| Crit Path Category | `in2out` |
| Syn_area_per_cell | `about 7.6 um2` |
| Crit-path max cell delay | `~0.17 ns` |
| Vias in the first global route | `between 300 and 400` |
| First-pass GRT wire length | `approximately 1800 um` |
| Registers | `0` |
| Max IR drop VDD | `approximately 0.04 mV` |
| Pin count of the biggest net entering global routing | `8` |
| Core area | `roughly 3400 um2` |
| GRT overflow | `0` |
| Post-route ant nets | `0` |
| DPL Wire Length | `772 um` |
| Post-synthesis compound-gate area fraction | `0.205` |
| FP Core Util | `0.0733` |
| RePlAce Congestion | `about 0.72` |
| Number of max-cap violations | `0` |
| CP max stage cell | `and2b_2` |
| Xor+xnor area frac | `0.0700` |
| Vias | `~340` |
| Ys Warns | `2` |
| CP startpoint kind | `primary input` |
| Fin crit period | `between 1 and 1.5 ns` |
| Synth cell types | `25` |
| Warning total across the stage logs | `36` |
| Setup violators final | `3` |
| N_diodes | `0` |
| Power Density | `roughly 270 nW/um2` |
| Antenna violations before repair | `0` |
| Period Utilization, post-route | `1.09` |
| Cells in synth_stat.txt | `33` |
| Rows | `21` |
| Yosys chip area | `about 250 um2` |
| Via/cell ratio | `approximately 3.2` |
| Share of cells above drive strength 1 | `0.712` |
| Clk_buf instances | `0` |
| Most used cell, CP | `buf_6` |
| Max-slew violations | `0` |
| DRC | `0` |
| Synth mux share | `0.0400` |
| Post-synth seq share | `0` |
| Fmax achieved | `~0.71 GHz` |
| Storage element area | `0 um2` |
| Port bufs | `16` |
| Io pins | `19` |
| CP Data Required Time | `around 1.0 ns` |
| Layout fillers | `a little under 400` |
| Yosys adder share | `0` |
| Cell count after synthesis | `33` |
| TritonRoute pass-1 iters | `2` |
| Fin. Hold Viols | `0` |
| CP Cell Sequence | `buf_8, buf_6, buf_6, and2b_2, o211ai_1, nand3_1, buf_2` |
| Iter 0 DRT Violations | `16` |
| Die H | `roughly 80 um` |
| Tot GR Track Use | `0.0321` |
| CP Capture Type | `primary output` |
| Setup WS post-layout | `-0.118 ns` |
| Pleak | `0.260 nW` |
| Cell Area, Synth | `around 250 um2` |
| Crit-path max FO | `3` |
| Die width | `80 um` |
| Basic Gates by Area | `0.435` |
| Total wire length | `roughly 1100 um` |
| Die area | `around 6400 um2` |
| RSZ-0062 raised after global routing | `true` |
| Tot Pwr | `0.000157 W` |
| Worst Hold Class | `in2out` |
| CTS Hold Buffers Added | `0` |
| Comb area leader | `simple AND/OR/NAND/NOR gates` |
-- where the power goes --
group	total, W	internal (W)	switching (W)
registers	0	0	0
clock network	0	0	0
logic	0.000157	0.0000981	0.0000587
-- cells by family after synthesis --
logic type                Yosys count
muxes                               1
and+or+nand+nor                    15
buffers and inverters               6
other                               1
AOI/OAI and AO/OA                   8
xor gates and xnor gates            2
-- critical path, delay by kind of cell --
family | cells | cell delay [ns]
AOI/OAI and AO/OA | 1 | 0.17
buffers and inverters | 4 | 0.45
and+or+nand+nor | 2 | 0.27
-- cell type report --
cell class	instances	area, um2	share of cell area
Multi-Input combinational cell	27	241	0.421
Timing Repair Buffer	32	274	0.478
Tap cell	46	57.6	0.100
-- repair_timing --
action | in CTS | in global routing
gates cloned | 1 | 0
endpoints found under the setup margin | 10 | 7
pin swaps | 7 | 8
buffers inserted | 5 | 1
gates resized | 64 | 14
-- path summary, 6_finish.rpt --
check | from | endpoint | slack [ns] | depth (start not counted)
setup / recovery | opcode[14] | pc_write | -0.12 | 7
hold / removal | opcode[16] | alu_op[0] | 0.76 | 3
-- per-layer routing --
layer	vias to the layer above	part of all wire	global-route usage
met5	-	0	0
met4	0	0	0
met3	0	0.087	0.0102
met2	7	0.54	0.0626
met1	165	0.38	0.0343
li1	169	-	-
-- metrics by stage --
step / instance area [um2] / setup slack (ns) / hold slack, ns / setup TNS [ns] / std cells
floorplan: 250 / 0.193 / 0.587 / 0 / 33
global placement: 477 / -0.840 / 1.57 / -7.67 / 98
detailed placement: 477 / -0.869 / 1.59 / -7.83 / 98
CTS: 529 / -0.160 / 0.785 / -0.408 / 104
global route: 573 / -0.165 / 0.774 / -0.387 / 105
finish: 573 / -0.118 / 0.759 / -0.225 / 105
-- synth_stat cells --
library cell	count	share of area
a21boi_0	1	0.030
a21o_2	1	0.035
a21oi_1	3	0.060
and2b_2	1	0.035
and4bb_2	1	0.050
buf_4	3	0.090
buf_6	2	0.090
clkbuf_8	1	0.055
conb_1	1	0.015
mux2i_1	1	0.040
nand2_1	1	0.015
nand2b_1	1	0.025
nand3_1	1	0.020
nand3b_1	1	0.030
nand4_1	1	0.025
nand4b_1	1	0.035
nor2b_1	2	0.050
nor3_1	1	0.020
nor3b_1	1	0.030
nor4b_1	1	0.035
o211ai_1	2	0.060
o21ai_0	1	0.020
or2b_2	1	0.035
or4_1	1	0.030
xnor2_1	2	0.070
-- cell usage in the layout, fill, tap and decap left out, types with 2 or more instances in the layout --
| master | instances |
|---|---|
| buf_6 | 10 |
| buf_2 | 8 |
| a21oi_2 | 3 |
| buf_4 | 8 |
| dlygate4sd2_1 | 3 |
| o211ai_1 | 2 |
| buf_8 | 2 |
No activity file was given, so power comes from the tool's default toggle rates.
