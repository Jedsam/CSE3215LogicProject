$ cat ./run.sh
#!/bin/bash
# OpenROAD 26Q1-2900-gdf79404cd8, Yosys 0.63+post, stock flow scripts
make -C /OpenROAD-flow-scripts/flow DESIGN_CONFIG=/design/flow/config.mk WORK_HOME=/design/flow/orfs finish
$ cat ./config.mk
export PLATFORM = sky130hd
export DESIGN_NAME = register_file
export DESIGN_NICKNAME = register_file
export VERILOG_FILES = /design/flow/design.v
export SDC_FILE = /design/flow/constraint.sdc
export NUM_CORES = 4
export LEC_CHECK = 1
export CORE_UTILIZATION = 30
$ cat ./constraint.sdc
current_design register_file

set clk_period 3.2
set clk_io_pct 0.2

create_clock -name clk0 -period $clk_period [get_ports {clk}]

set non_clock_inputs [all_inputs -no_clocks]
set_input_delay [expr $clk_period * $clk_io_pct] -clock clk0 $non_clock_inputs
set_output_delay [expr $clk_period * $clk_io_pct] -clock clk0 [all_outputs]
$ cat ./design.v
module register_file(
    input clk,
    input reg_write_en,
    input [3:0] read_sel1,
    input [3:0] read_sel2,
    input [3:0] write_sel,
    input [17:0] write_data,
    output [17:0] read_data1,
    output [17:0] read_data2
);
    reg [17:0] registers[15:0];
    always @(posedge clk) begin
        if (reg_write_en) begin
            registers[write_sel] <= write_data;
        end
    end
    assign read_data1 = registers[read_sel1];
    assign read_data2 = registers[read_sel2];
endmodule
==> flow.log <==
[flow] summary of implementation run
[metrics] status: finished, final reports clean
[metrics] shortest period the worst path allows: a little over 3000 ps
[metrics] registers with the most flip-flops: registers (288)
[metrics] count of endpoints failing hold in the final timing report: 0
[metrics] Syn Area/Cell: 21.31 um^2
[metrics] Top cell area share: 65.78%
[metrics] worst stage delay on the critical path: 490 ps
[metrics] average routed wire per standard cell: 25.17 um
[metrics] Reg with most FFs: registers
[metrics] endpoint required time on the critical path: 2560 ps
[metrics] final count of pins violating max slew: 0
[metrics] largest voltage drop on the vdd net: 0.4199 mV
[metrics] Critical-path top delay cell: mux4_2
[metrics] number of global-route vias before repair: 7907
[metrics] transition time at the pin with the least slew margin: around 570 ps
[metrics] CORE AREA: 0.04317 mm^2
[metrics] maximum achievable frequency: 324.6 MHz
[metrics] Site Rows: roughly 76
[metrics] worst hold path startpoint: write_data[0]
[metrics] worst max-slew margin expressed relative to the limit: ~62%
[metrics] startpoint class of the critical path: primary input
[metrics] routed wire length: 33.70 mm
[metrics] Worst Path Buf+Inv: 4
[metrics] overflow left after global routing: 0
[metrics] Die Y: 211.3 um
[metrics] number of nets with antenna violations after detailed routing: 0
[metrics] number of synthesized flops with an enable pin: 288
[metrics] Die X-Extent: 211.3 um
[metrics] placer's final routability congestion estimate: 0.8144
[metrics] most common cell in the synthesized netlist: edfxtp_1
[metrics] Final Cycle Share: 96.27%
[metrics] area reported by Yosys stat: 0.01315 mm^2
[metrics] DP HPWL: 20.63 mm
[metrics] clock slew seen by the registers of the worst setup and hold paths: 60 ps
[metrics] Max-Cap Viols: 0
[metrics] library cell appearing most often on the critical path: buf_4
[metrics] cell taking the most area after synthesis: edfxtp_1
[metrics] Buffers on Ports: 67
[metrics] Area growth syn-to-layout: 22.87%
[metrics] total number of clock tree sinks: 288
[metrics] detailed-routing iteration count for the pre-antenna-repair pass: 4
[metrics] Final Hold Slack: ~1000 ps
[metrics] largest delay contributor family on the critical path: buffers and inverters
[metrics] number of buffers created by CTS: 29
[metrics] power density over the cells: 521.8 mW/mm^2
[metrics] total standard cell area after synthesis: 0.01315 mm^2
[metrics] worst-path fanout max: 25
[metrics] Antenna Diode Count: 0
[metrics] Starting Density: 30.45%
[metrics] number of placed instances with taps included: ~1300
[metrics] tally of unique sky130hd cells used after synthesis: 19
[metrics] cell count in the Yosys report: 617
[metrics] initial antenna violation count: 0
[metrics] first element of the critical path: read_sel2[0]
[metrics] final total power: 8.428 mW
[metrics] DR vias: 7093
[metrics] die footprint: 0.04466 mm^2
[metrics] Commonest cells post-synth: edfxtp_1, mux4_2, a22oi_1
[metrics] DRC: 0
[metrics] series of cell instances along the critical path: buf_4 > buf_12 > buf_4 > mux4_2 > a22oi_1 > nand2_1 > clkdlybuf4s50_1
[metrics] share of post-route cells with drive strength above 1: 30.77%
[metrics] CP Depth: 7
[metrics] flip-flop count of the largest register after layout: 288
[metrics] wire length of the first global-routing pass: 49.95 mm
[metrics] number of endpoints failing setup at the final stage: 0
[metrics] biggest area cells: edfxtp_1, mux4_2, mux4_1, a22oi_1, nand2_1
[metrics] average vias per placed instance: approximately 5.3
[metrics] total global-route track usage: 16.73%
[metrics] post-layout instance count excluding filler cells: 1339
[metrics] Root Driver: clkbuf_16
[metrics] YS warnings: 1
[metrics] leakage power total: 5.208 nW
[metrics] category of the critical setup timing path: in -> out
[metrics] number of inserted filler cells in the final layout: 3886
[metrics] post-synthesis cell count: ~600
[metrics] largest net degree at the start of global routing: 27
[metrics] # hold bufs at CTS: 0
[metrics] post-synthesis sequential area ratio: 65.78%
[metrics] initial detailed-routing violation count: about 430
[metrics] buffers from clock root to sink, at most: 3
[metrics] share of async-settable or async-resettable flops after synthesis: 0%
[metrics] Tool Warnings: 25
[metrics] number of synthesized register bits: around 290
[metrics] crit path DAT: 2440 ps
[metrics] count of pins on the block boundary: 68
[metrics] clock tree from TritonCTS: done
[metrics] most instantiated flip-flop cell in the synthesis netlist: edfxtp_1
[metrics] worst hold path class: in -> reg
[metrics] # H-tree levels: 1
[metrics] hold path depth: 1
[metrics] critical path endpoint category: primary output
## worst paths after layout
kind / endpoint / slack [ps]
max: read_data2[17] / 120
min: registers[12][0] / 1010
## layout make-up
cell class	count	area [um^2]	area share (%)
clock buffers	36	752.0	4.655
clock inverters	17	177.7	1.100
multi-input cells	283	4290	26.56
flip-flops and latches	288	8648	53.54
well taps	585	732.0	4.531
repair buffers	130	1553	9.613
## what timing repair did
action / CTS / global route
setup buffers: 0 / 0
setup endpoints to repair: 0 / 5
gates resized: 0 / 4
## placed cells by master, fill, tap and decap left out
| cell type | count |
|---|---|
| or3b_2 | 1 |
| dlymetal6s2s_1 | 1 |
| clkinv_2 | 3 |
| buf_16 | 1 |
| clkbuf_1 | 7 |
| clkdlybuf4s50_1 | 62 |
| and2_1 | 2 |
| mux4_2 | 105 |
| nand2_1 | 37 |
| buf_6 | 1 |
| buf_12 | 30 |
| mux4_1 | 39 |
| nor2b_2 | 3 |
| nor2_2 | 14 |
| edfxtp_1 | 288 |
| inv_6 | 1 |
| clkbuf_16 | 30 |
| bufinv_16 | 4 |
| nand2b_1 | 2 |
| buf_4 | 34 |
| nor2b_4 | 1 |
| clkinv_1 | 9 |
| nor3_2 | 4 |
| a22oi_1 | 72 |
| nand3_1 | 1 |
| nand3b_1 | 2 |
## metal layers
metal | wire length (um) | vias to the layer above | GRT usage, %
met3 | 4260 | 52 | 9.428
li1 | - | 2994 | -
met1 | 11240 | 3625 | 19.35
met2 | 17480 | 422 | 27.88
met4 | 719 | 0 | 2.999
met5 | 0 | - | 0
## logic make-up (layout without fill, tap and decap cells)
family,after synthesis,after routing,synth area share [%]
buffers and inverters,46,183,2.113
muxes,144,144,25.78
and+or+nand+nor,67,67,2.208
AOI/OAI and AO/OA,72,72,4.112
DFF,288,288,65.78
## report_power, final
group          switching [mW]  total (mW)  internal [mW]  leakage (nW)
registers              0.0280        4.26           4.23          2.60
clock network            1.36        3.34           1.97         0.453
logic                   0.381       0.833          0.452          2.15
## through the flow
step                setup TNS (ps)  instance area (um^2)  worst slack (ps)  utilization (%)
floorplan                        0                 13150             364.4                -
global placement                 0                 15180             14.61            35.16
detailed placement               0                 15180             11.69            35.16
CTS                              0                 16110             12.80            37.31
global route                -2.524                 16150            -2.524            37.42
finish                           0                 16150             119.3            37.42
Power is estimated from default activity; no workload was simulated.
