--- run.sh ---
#!/bin/bash
# OpenROAD 26Q1-2900-gdf79404cd8, Yosys 0.63+post, stock flow scripts
make -C /OpenROAD-flow-scripts/flow DESIGN_CONFIG=/design/flow/config.mk WORK_HOME=/design/flow/orfs finish
--- config.mk ---
export PLATFORM = sky130hd
export DESIGN_NAME = data_memory
export DESIGN_NICKNAME = data_memory
export VERILOG_FILES = /design/flow/design.v
export SDC_FILE = /design/flow/constraint.sdc
export NUM_CORES = 4
export LEC_CHECK = 1
export CORE_UTILIZATION = 50
export SYNTH_MEMORY_MAX_BITS = 65536
--- constraint.sdc ---
current_design data_memory

set clk_period 64.5
set clk_io_pct 0.2

create_clock -name clk0 -period $clk_period [get_ports {clk}]

set non_clock_inputs [all_inputs -no_clocks]
set_input_delay [expr $clk_period * $clk_io_pct] -clock clk0 $non_clock_inputs
set_output_delay [expr $clk_period * $clk_io_pct] -clock clk0 [all_outputs]
--- design.v ---
module data_memory(
    input clk,
    input mem_write_en,
    input mem_read_en,
    input [9:0] address,
    input [17:0] in_data,
    output [17:0] out_data
);
    reg [17:0] memory[1023:0];
    always @(posedge clk) begin
        if (mem_write_en) begin
            memory[address] <= in_data;
        end
    end
    assign out_data = (mem_read_en) ? memory[address] : 18'bz;
endmodule
==> notes.md <==
The full implementation flow was run.

The flow ran to the end, and the final reports show no timing, DRC or antenna violations. For the pin with the worst max-slew slack, the measured transition is 1.46 ns. The number of warnings in the stage logs stands at 63.

The delay of the slowest cell on the worst path stands at 0.99 ns. The critical path in this run is classified as input pin to primary output. The total of buffers placed on input and output ports stands at 47. The number of levels in the clock H-tree stands at 7. The post-CTS hold buffer count recorded in the log is 0. The clock net sink count stands at 18.4k. The cell count listed in synth_stat.txt stands at roughly 36k.

In the final routed layout, each cell accounts on average for approximately 35 um. Yosys instantiated no cell more often than edfxtp_1. The largest registers in the layout are memory x18432.

The first global-routing pass estimated 2,850,000 um of wire. The routing usage on met3 stands at 31.3%. The power report puts the leakage power at approximately 270 nW. The post-synthesis sequential element count stands at 18.4k. Per STA, the worst path accumulates the most delay in the family buffers and inverters. The post-route utilization of the core is recorded as between 50% and 60%. Checking hold timing, the worst path is listed with class input pin to flop. The critical path in the final layout is reported with a setup slack of 27.20 ns.

The worst hold margin stands at approximately 12 ns. The initial antenna violation count stands at about 200. The post-CTS setup repair buffer count stands at 0. The maximum fanout along the worst path stands at about 82. The die outline area stands at ~1,400,000 um2. During I/O placement, the number of pins put on the boundary was 49.

The final weighted congestion recorded by global placement is 0.936. In this run the layout overhead on the synthesized area is reported as 13.6%. The met2 track demand over resource in global routing stands at 43.3%. STA classifies the critical path endpoint as a primary output. The vertical die dimension reported for this design is 1190 um. The yosys synthesis chip area stands at 703,000 um2. The count of max-cap constraint violations stands at 0. Subtracting the final worst setup slack from the clock period gives 37.30 ns.

The main area contributors are edfxtp_1 (79%), mux2i_1 (9.3%), mux4_2 (4.5%). Per the OpenROAD floorplan log, the area of the core is about 1,400,000 um2. The fraction of final layout cells sized beyond drive strength 1 stands at between 10% and 20%.

Walking the worst path, the cells encountered are buf_16, buf_4, buf_4, buf_4, buf_4, buf_4, buf_4, buf_4, buf_4, buf_4, mux2i_1, o22ai_1, nor4_1, buf_4, nand2_1, a21oi_1, buf_4, and4_1, and4_1, buf_4, nand3_1, clkdlybuf4s50_1. After detailed routing, the number of vias per cell comes to a little over 6. In this run the cell area measured after placement is 738,000 um2.

Looking at the global route congestion table, the highest-usage layer is met2. Per the summary, power density relative to cell area is ~31 nW/um2. The number of iterations in the first detailed-routing pass stands at 6.

The register with the most flip-flops in the layout has 18.4k of them. The sum of internal, switching and leakage power stands at 24.7 mW. The worst path arrival time stands at 24.40 ns. The worst path required time stands at slightly above 50 ns.

Including well taps, the total number of placed cells is 54.8k. The per-instance average area after synthesis stands at 19.6 um2. The worst setup path is launched from an input pin. The clock tree buffer depth stands at 6.

The number of distinct library cells after synthesis stands at about 59. The total overflow left after global routing is 0. The worst-case max-slew headroom was logged as between 1.5 and 2%.

The number of endpoints failing setup at the final stage stands at 0. The die is 1190 um wide. The share of synthesized registers carrying an async set or reset stands at 0%. The initialized floorplan defines 435 standard-cell rows. Summed over its instances, the top area cell type makes up 78.8% of the synthesized netlist area. Setup repair after global routing left no endpoint under its margin. The root buffer cell chosen for the clock tree is clkbuf_16. In the finished design, the share of the clock period the worst path needs comes to 57.8%. The global router's overall resource usage stands at between 30% and 40%. STA on the placed design reports a worst setup slack of 27.38 ns.

The warning tally printed by Yosys for this design is 2. The mapped netlist covers 703,000 um2. The routed layout reports a DRC error count of 0. The detailed router finished its first iteration with roughly 24k violations. Sorting the Yosys area breakdown by cell type puts at the top edfxtp_1. The worst-case IR drop observed on VDD is approximately 0.000027 V.

The total routed wirelength stands at 2,060,000 um. Sorting the synthesized cells by how often they occur yields edfxtp_1 (18.4k), mux2i_1 (6,522), o22ai_1 (2,885). The number of enable flip-flop cells stands at 18.4k. Post-synth the commonest register cell is edfxtp_1.

The via count of the first global-routing pass stands at 381k. The timing report shows the most common cell along the critical path to be buf_4. Once the floorplan was initialized, standard cells occupied 50.1% of the core. TritonCTS built the clock tree.

Ranked by flip-flop count, first place goes to memory. The layout stage reports a final design area of 798,000 um2. The number of buffer and inverter stages on the critical path stands at 14. Timing would allow up to around 27 MHz. The critical path's slowest stage uses the library cell and4_1. The CTS report gives the tree buffer count as 1,902. The synthesized instance count is between 30k and 40k. Entering global routing, the biggest net connects 118 pins. The count of pins over their slew limit stands at 0. The final route contains 360k vias. The global-route track usage on met1 stands at about 37%. The clock slew at the register clock pins of the worst setup and hold paths stands at 0.05 ns.

For this run, the register share of the synthesized area comes to 78.8%. The number of standard cells in the layout, taps in and fillers out stands at 59.2k. In the final report, the number of hold violations comes to 0.

The final layout reports a setup TNS of 0 ns. The tally of filler cells in the layout stands at roughly 100k. The number of routed nets with antenna violations stands at 0. After clock tree synthesis, the repair step resized 0 gates. The post-DP HPWL stands at about 1,300,000 um.
## power by group
part,total (mW),switching [mW],internal (mW),leakage [nW]
logic,1.14,0.815,0.325,71.0
registers,13.2,0.00160,13.2,166
clock network,10.4,4.38,5.99,28.6
## final cells by class
| cell class | instances | area [um2] | share of cell area (%) |
|---|---|---|---|
| flip-flops and latches | 18400 | 553000 | 69.3 |
| repair buffers | 2547 | 19900 | 2.49 |
| multi-input cells | 15300 | 141000 | 17.7 |
| inverters | 4 | 26.3 | 0.00329 |
| diodes | 977 | 2440 | 0.306 |
| well taps | 18600 | 23200 | 2.91 |
| clock inverters | 1063 | 8580 | 1.07 |
| clock buffers | 2331 | 49700 | 6.23 |
## placed cells by master, fill, tap and decap left out, types with 134 or more instances in the layout
cell           n
clkinv_2     351
diode_2      977
clkbuf_16   1926
nor3_1       134
o21ai_0      188
nor4_1       593
edfxtp_1   18400
bufinv_16    143
clkbuf_1     405
nor2_2       503
o22ai_1     2885
a22oi_1      643
nand3_1      189
nand2_1      509
nor2_1       821
mux2i_1     6522
clkinv_1     495
buf_4       2460
mux4_2      1395
## path summary, 6_finish.rpt
check   startpoint         endpoint  cells after the start
min    in_data[10]  memory[101][10]                      1
max     address[1]      out_data[3]                     22
## cells by family after synthesis
group / count (synthesis) / share of synthesized area, %
buf+inv: 2206 / 1.45
simple gates: 3117 / 2.09
compound gates: 4226 / 3.92
flops: 18400 / 78.8
mux: 7918 / 13.8
## per-layer routing
layer,up-vias,part of all wire [%]
met5,-,0.57
met4,278,4.6
met3,3707,22
met2,24700,44
met1,177000,29
li1,154000,-
Power figures rest on the tool's default switching activity, not on a simulated workload.
